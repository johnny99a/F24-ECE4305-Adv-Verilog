<file path="config.mk">
export PLATFORM = sky130hd
export DESIGN_NAME = fifo
export DESIGN_NICKNAME = fifo
export VERILOG_FILES = /design/flow/design.v
export SDC_FILE = /design/flow/constraint.sdc
export NUM_CORES = 4
export LEC_CHECK = 1
export CORE_UTILIZATION = 30
</file>
<file path="design.v">
`timescale 1ns / 1ps
module fifo
    #(parameter ADDR_WIDTH = 3, DATA_WIDTH = 8)
    (
        input logic clk, reset,
        input logic wr, rd,
        input logic [(DATA_WIDTH * 2) - 1:0] w_data,     
        output logic [DATA_WIDTH - 1:0] r_data,
        output logic full, empty
    );
    logic [ADDR_WIDTH - 1: 0] w_addr, r_addr;
    reg_file #(.ADDR_WIDTH(ADDR_WIDTH), .DATA_WIDTH(DATA_WIDTH))
        r_file_unit (.w_en( wr & ~full), .*);
    fifo_ctrl #(.ADDR_WIDTH(ADDR_WIDTH))
        ctrl_unit (.*);
endmodule
`timescale 1ns / 1ps
module fifo_ctrl
    #(parameter ADDR_WIDTH = 3)
    (
        input logic clk, reset,
        input logic wr, rd,
        output logic full, empty,
        output logic [ADDR_WIDTH - 1: 0] w_addr,
        output logic [ADDR_WIDTH - 1: 0] r_addr
    );
    logic [ADDR_WIDTH - 1: 0] wr_ptr, wr_ptr_next;
    logic [ADDR_WIDTH - 1: 0] rd_ptr, rd_ptr_next;
    logic full_next;
    logic empty_next;
    always_ff @(posedge clk, posedge reset)
    begin
        if (reset)
        begin
            wr_ptr <= 0;
            rd_ptr <= 0;
            full <= 1'b0;
            empty <= 1'b1;
        end
        else
        begin
            wr_ptr <= wr_ptr_next;
            rd_ptr <= rd_ptr_next;
            full <= full_next;
            empty <= empty_next;
        end
    end
    always_comb
    begin
        wr_ptr_next = wr_ptr;
        rd_ptr_next = rd_ptr;
        full_next = full;
        empty_next = empty;
        unique case({wr, rd})
            2'b01:   
            begin
                if (~empty)
                begin
                    rd_ptr_next = rd_ptr + 1;
                    full_next = 1'b0;
                    if (rd_ptr_next == wr_ptr)  
                        empty_next = 1'b1;
                end
            end
            2'b10:   
            begin
                if (~full)
                begin
                    wr_ptr_next = wr_ptr + 2;    
                    empty_next = 1'b0;
                    if (wr_ptr_next == rd_ptr || wr_ptr_next == rd_ptr - 1)
                        full_next = 1'b1;
                end
            end
            2'b11:   
            begin    
                if (~full)
                begin
                    wr_ptr_next = wr_ptr + 2;
                    empty_next = 1'b0;
                    if (wr_ptr_next == rd_ptr || wr_ptr_next == rd_ptr - 1)
                        full_next = 1'b1;
                end
                if (~empty)
                    rd_ptr_next = rd_ptr + 1;
            end
            default: ;  
        endcase       
    end
    assign w_addr = wr_ptr;
    assign r_addr = rd_ptr;
endmodule
`timescale 1ns / 1ps
module reg_file
    #(parameter ADDR_WIDTH = 3, DATA_WIDTH = 8)
    (
        input logic clk,
        input logic w_en,
        input logic [ADDR_WIDTH - 1: 0] r_addr,          
        input logic [ADDR_WIDTH - 1: 0] w_addr,          
        input logic [(DATA_WIDTH * 2) - 1: 0] w_data,    
        output logic [DATA_WIDTH - 1: 0] r_data
    );
    logic [DATA_WIDTH - 1: 0] memory [0: 2 ** ADDR_WIDTH - 1];
    always_ff @(posedge clk)
    begin
        if (w_en)
        begin
            memory[w_addr + 1] <= w_data[DATA_WIDTH - 1: 0];
            memory[w_addr] <= w_data[(DATA_WIDTH * 2) - 1: DATA_WIDTH];
        end
    end
    assign r_data = memory[r_addr];
endmodule
</file>
<file path="run.sh">
#!/bin/bash
# OpenROAD 26Q1-2900-gdf79404cd8, Yosys 0.63+post, stock flow scripts
make -C /OpenROAD-flow-scripts/flow DESIGN_CONFIG=/design/flow/config.mk WORK_HOME=/design/flow/orfs finish
</file>
<file path="constraint.sdc">
current_design fifo

set clk_period 4.6
set clk_io_pct 0.2

create_clock -name clk0 -period $clk_period [get_ports {clk}]

set non_clock_inputs [all_inputs -no_clocks]
set_input_delay [expr $clk_period * $clk_io_pct] -clock clk0 $non_clock_inputs
set_output_delay [expr $clk_period * $clk_io_pct] -clock clk0 [all_outputs]
</file>
==> results.md <==
| Group | Result | Value |
|---|---|---|
| run status | Run status | finished, final reports clean |
| drt | Number of detailed-routing iterations run before antenna repair | 4 |
| worst setup path | Largest fanout of any net on the critical path | 11 |
| worst setup path | Arrival time worst endpoint | 2.56 ns |
| sta | Final setup violating endpoints | 0 |
| sta | Max-slew violation count | 0 |
| floorplan | Die area | 10240 µm² |
| sta | Slew margin rel. | 0.4404 |
| worst setup path | Data required time at the worst endpoint | 3.68 ns |
| power and ir drop | Portion of total power attributed to sequential cells | 0.449 |
| clock network | CTS Buf Count | 9 |
| sta | Maximum clock skew at final layout | 0.006311 ns |
| power and ir drop | Power density over the cells | 600.6 nW/µm² |
| global routing | Remaining global-route overflow | 0 |
| finish | Utilization after layout | 0.3812 |
| yosys | Yosys warning count | 2 |
| sta | Clock period minus final worst setup slack | 3.479 ns |
| drt | WL final | 4.542 mm |
| worst hold path | Worst min-delay path class | reg2reg |
| drt | Average wire per standard cell | 14.65 µm |
| yosys | Post-synthesis sequential area ratio | 0.7112 |
| clock network | Clk sinks | 71 |
| floorplan | Core area | 9371 µm² |
| sta | Setup repair after global routing missed its margin | false |
| floorplan | Die Y-Extent | 101.2 µm |
| clock network | Number of H-tree branching levels | 3 |
| global routing | Pin count of the biggest net entering global routing | 20 |
| drt | Iter 0 DRT Violations | 51 |
| sta | Final hold violation count | 0 |
| placement | Number of instances in the placed design | 295 |
| drt | Vias after detailed routing | 1333 |
| finish | Most frequent logic cells in the routed design | edfxtp_1 (64), clkdlybuf4s50_1 (29), mux4_1 (9), clkbuf_8 (9) |
| sta | Worst Hold Margin | 0.5150 ns |
| yosys | # Cells Yosys | 138 |
| power and ir drop | Combinational Power Share | 0.335 |
| clock network | Clock Latency Late Sink | 0.33 ns |
| clock network | Setup Buffers After CTS | 0 |
| worst setup path | Cell count along the critical path | 4 |
| global routing | Combined global-route utilization of all metal layers | 0.1041 |
| worst setup path | Type of origin of the critical path | flip-flop |
| finish | Post-route standard cell area excluding fillers | 3572 µm² |
| floorplan | Horiz. Die Dim | 101.2 µm |
| yosys | Cells after Synth | 138 |
| placement | Final Wtd Congestion | 0.7499 |
| global routing | Via count of the first global-routing pass | 1432 |
| clock network | Number of buffers on the longest clock path | 2 |
| floorplan | Initial Utilization | 0.3148 |
| drt | Residual DRC | 0 |
| worst setup path | Worst reg2reg path startpoint | ctrl_unit.full |
| drt | Ant. Diodes | 0 |
| yosys | Netlist area before placement | 2950 µm² |
| finish | Fraction of layout cells with a size suffix above 1 | 0.1934 |
| placement | HPWL after detailed placement | 2.939 mm |
| power and ir drop | Net switching power of the design | 0.0005741 W |
| worst setup path | CP Capture Type | output pin |
| finish | Area growth syn-to-layout | 21.08% |
| global routing | Antenna violations before repair | 0 |
| job | Count of maximum capacitance violations | 0 |
| floorplan | Count of boundary I/O pins | 30 |
| worst setup path | Launch point of the worst path | ctrl_unit.rd_ptr[0] |
| worst setup path | Path type of the worst setup path | reg2out |
| power and ir drop | Internal power | 0.001571 W |
| power and ir drop | Worst supply voltage drop on vdd | 0.2403 mV |
| drt | Antenna violation net count after detailed routing | 0 |
| sta | Setup tns final | 0 ns |
| power and ir drop | Static power due to leakage | 1.249 nW |
| worst setup path | Critical path endpoint | r_data[5] |
| worst setup path | Cell family with most CP delay | multiplexers |
| drt | Routed vias/inst | 4.300 |
| finish | Leading cell type in the layout, fill and taps excluded | edfxtp_1 |
| clock network | Root Driver | clkbuf_8 |
| job | Count of tool warnings | 29 |
| yosys | Syn_area_per_cell | 21.38 µm² |
| worst setup path | Worst-path cell chain | buf_4 > mux4_1 > mux2_4 > clkdlybuf4s50_1 |
| placement | Tally of buffers added on design ports | 29 |
| clock network | Total of cells resized after clock tree synthesis | 0 |
| sta | Pin slew with the least headroom to its limit | 0.8394 ns |
| clock network | Post-CTS Hold Buffers | 0 |
| sta | Max Clock Freq | 0.2875 GHz |
| yosys | Distinct lib cells used | 24 |
| finish | Number of standard cells in the final layout excluding fillers | 310 |
| global routing | Wire length of the first global-routing pass | 7.431 mm |
| power and ir drop | Switching fraction of total power | 0.2676 |
| placement | Placement Cell Area | 3386 µm² |
| sta | Post-layout period usage | 0.7563 |
| worst setup path | Longest individual stage delay on the worst path | 0.63 ns |
| clock network | Clock transition at the registers of the reported paths | 0.07 ns |
| yosys | Yosys stat chip area | 2950 µm² |
| worst setup path | Slowest CP cell | dfrtp_1 |
| power and ir drop | Part of the power in the clock network | 0.216 |
| clock network | CTS tree | done |
| yosys | Flip-flop and latch count after synthesis | 71 |
| worst setup path | Worst reg2reg endpoint | r_file_unit.memory[7][6] |
| floorplan | Placement row count | 35 |
| worst setup path | Worst path bufs/invs | 2 |
| worst setup path | Cell count of the worst reg-to-reg path | 2 |
| worst setup path | Reg-to-reg setup timing slack | 2.67 ns |
==> routing by layer <==
metal | global-route usage | part of all wire | vias up | routed length, µm
li1 | - | - | 634 | -
met1 | 0.1659 | 0.45 | 638 | 2040
met2 | 0.1486 | 0.45 | 51 | 2053
met3 | 0.04272 | 0.078 | 10 | 354
met4 | 0.01672 | 0.021 | 0 | 94
met5 | 0 | 0 | - | 0
==> worst register-to-register path, delay by kind of cell, from the launching register on <==
| kind | cells | cell delay [ns] |
|---|---|---|
| flops | 1 | 0.43 |
| simple gates | 2 | 1.13 |
==> power groups by stage <==
stage	combinational [W]	sequential [W]	clock [W]
4_1_cts	0.000735	0.000970	0.000481
5_1_grt	0.000791	0.000984	0.000502
6_report	0.000719	0.000962	0.000464
==> sequential cells by signal, summed over array words and instances (netlist names) <==
register            cells
ctrl_unit.empty         1
ctrl_unit.full          1
ctrl_unit.rd_ptr        3
ctrl_unit.wr_ptr        2
r_file_unit.memory     64
==> synthesized netlist by cell type <==
cell type	n	share of area
edfxtp_1	64	0.65
mux4_1	9	0.080
mux2_4	7	0.036
mux4_2	7	0.053
dfrtp_1	6	0.051
ha_1	6	0.025
inv_1	5	0.0064
xnor2_1	5	0.015
and2_1	4	0.0085
nand2_1	4	0.0051
a21oi_1	3	0.0051
buf_2	3	0.0051
nor2b_1	2	0.0042
o21ai_0	2	0.0034
xnor3_1	2	0.015
a31oi_1	1	0.0021
a41oi_1	1	0.0030
buf_12	1	0.0068
buf_6	1	0.0038
dfstp_2	1	0.0089
mux2_2	1	0.0038
nand2b_1	1	0.0021
nand3_1	1	0.0017
xor2_1	1	0.0030
==> per-stage QoR <==
stage	power, W	worst slack, ns
floorplan	0.001452	2.321
global placement	0.001709	1.436
global route	0.002276	0.9569
CTS	0.002186	1.027
finish	0.002145	1.121
detailed placement	0.001711	1.422
==> how the worst min path moves through the flow <==
stage	from	slack, ns	depth (start not counted)	end
4_1_cts	ctrl_unit.empty	0.52	2	ctrl_unit.empty
5_1_grt	ctrl_unit.empty	0.53	2	ctrl_unit.empty
6_report	ctrl_unit.empty	0.51	2	ctrl_unit.empty
==> final cells by class <==
cell class | instances | area, µm²
fill | 875 | 5799
multi-input combinational | 57 | 787.0
tap | 129 | 161.4
inverter | 5 | 18.77
clock inverter | 6 | 62.56
timing repair buffer | 33 | 320.3
sequential | 71 | 2098
clock buffer | 9 | 123.9
==> cells by family after synthesis <==
| kind of cell | share of synthesized area |
|---|---|
| AND/OR/NAND/NOR | 0.02162 |
| multiplexers | 0.1730 |
| adder cells (fa/ha/maj) | 0.02544 |
| AND-OR/OR-AND | 0.01357 |
| buffers and inverters | 0.02205 |
| flip-flops | 0.7112 |
| XOR/XNOR | 0.03308 |
Power is estimated from default activity; no workload was simulated.
