## /design/flow/config.mk

```make
export PLATFORM = sky130hd
export DESIGN_NAME = delayed_debouncer
export DESIGN_NICKNAME = delayed_debouncer
export VERILOG_FILES = /design/flow/design.v
export SDC_FILE = /design/flow/constraint.sdc
export NUM_CORES = 4
export LEC_CHECK = 1
export CORE_AREA = 10 10 70 70
export DIE_AREA = 0 0 80 80
```

## /design/flow/constraint.sdc

```tcl
current_design delayed_debouncer

set clk_period 1.8
set clk_io_pct 0.2

create_clock -name clk0 -period $clk_period [get_ports {clk}]

set non_clock_inputs [all_inputs -no_clocks]
set_input_delay [expr $clk_period * $clk_io_pct] -clock clk0 $non_clock_inputs
set_output_delay [expr $clk_period * $clk_io_pct] -clock clk0 [all_outputs]
```

## /design/flow/design.v

```verilog
`timescale 1ns / 1ps
module delayed_debouncer(
        input logic sw,
        input logic reset,
        input logic clk,  
        output logic db
    );
    logic m_tick;
    mod_m_counter #(.M(1)) ticker (          
                    .clk(clk),
                    .reset(reset),  
                    .q(),
                    .max_tick(m_tick)
    );
    typedef enum {zero, wait1_1, wait1_2, wait1_3, one, wait0_1, wait0_2, wait0_3} state_type;
    state_type state_reg, state_next;
    always_ff @(posedge clk, posedge reset)
        if(reset)
            state_reg <= zero;
        else
            state_reg <= state_next;
    always_comb
    begin
        case(state_reg)
            zero:
                    if(sw)
                        state_next = wait1_1;
                    else
                        state_next = zero;
            wait1_1:
                    if(sw)
                        if(m_tick)
                            state_next = wait1_2;
                        else
                            state_next = wait1_1;
                    else
                        state_next = zero;
            wait1_2:
                     if(sw)
                        if(m_tick)
                            state_next = wait1_3;
                        else
                            state_next = wait1_2;
                    else
                        state_next = zero;                   
            wait1_3:
                     if(sw)
                        if(m_tick)
                            state_next = one;
                        else 
                            state_next = wait1_3;
                    else
                        state_next = zero;    
            one:
                    if(~sw)
                        state_next = wait0_1;
                    else
                        state_next = one;
            wait0_1:
                    if(~sw)
                        if(~m_tick)
                            state_next = wait0_1;
                        else
                            state_next = wait0_2;
                    else
                        state_next = one;
            wait0_2:
                     if(~sw)
                        if(~m_tick)
                            state_next = wait0_2;
                        else 
                            state_next = wait0_3;
                    else
                        state_next = one;                   
            wait0_3:
                     if(~sw)
                        if(~m_tick)
                            state_next = wait0_3;
                        else
                            state_next = zero;
                    else
                        state_next = one; 
            default: state_next = zero;
        endcase
    end
    assign db = (   (state_reg == one) || 
                    (state_reg == wait0_1) || 
                    (state_reg == wait0_2) || 
                    (state_reg == wait0_3));
endmodule
`timescale 1ns / 1ps
module mod_m_counter
    #(parameter M = 10)
    (
        input logic clk, reset,
        output logic [N - 1:0] q,
        output logic max_tick
    );
    localparam N = $clog2(M);  
    logic [N - 1:0] r_next, r_reg;
    always_ff @(posedge clk, posedge reset)
    begin
        if(reset)
            r_reg <= 0;
        else
            r_reg <= r_next;
    end
    assign r_next = (r_reg == (M - 1))? 0: r_reg + 1;
    assign q = r_reg;    
    assign max_tick = (r_reg == M - 1) ? 1'b1: 1'b0;
endmodule
```

## /design/flow/run.sh

```bash
#!/bin/bash
# OpenROAD 26Q1-2900-gdf79404cd8, Yosys 0.63+post, stock flow scripts
make -C /OpenROAD-flow-scripts/flow DESIGN_CONFIG=/design/flow/config.mk WORK_HOME=/design/flow/orfs finish
```

==> README.md <==
| Result | Value |
| --- | --- |
| Worst VDD drop | 0.228 mV |
| RR Endpoint | state_reg[1]$_DFF_PP0_ |
| Cell count along the critical path | 2 |
| 1st-iter DRT viols | 8 |
| Fraction of layout instances using a drive strength above 1 | 18.4% |
| Critical Path Slowest Stage Cell | sky130_fd_sc_hd__or4_4 |
| Num Clock Sinks | 10 |
| Clock buffers created by TritonCTS | 3 |
| Worst relative slew slack | 75.7% |
| Number of synthesized flops with an enable pin | 0 |
| Number of distinct library cells after synthesis | 14 |
| Growth of design area from synthesis to finish | 33.6% |
| Summed standard-cell area reported by yosys | 435 µm² |
| Initial antenna violation count | 0 |
| Leakage Power | 0.000245 µW |
| Die Y-Extent | 80 µm |
| Main logic family after synthesis | simple AND/OR/NAND/NOR gates |
| Peak clock frequency supported by timing | 585 MHz |
| Hold buffer count at cts | 0 |
| Min Clock Period, post-route | 1710 ps |
| Dominant register cell in the synthesized netlist | sky130_fd_sc_hd__dfrtp_1 |
| Fraction of power consumed by the clock network | 40.5% |
| Total number of warnings across the stage logs | 27 |
| Top post-synthesis cells by count | sky130_fd_sc_hd__dfrtp_1, sky130_fd_sc_hd__nand2_1, sky130_fd_sc_hd__a21oi_1, sky130_fd_sc_hd__inv_1, sky130_fd_sc_hd__nand2b_1 |
| Worst clock skew on the final layout | 0.647 ps |
| Wire length of the first global-routing pass | 1390 µm |
| Hold Crit Class | input pin to asynchronous set/reset pin |
| Mapped Area | 435 µm² |
| Final clock period utilization by the worst path | 95.0% |
| TritonCTS clock tree | done |
| Post-Route Utilization | 17.0% |
| CTS Root Buffer Type | sky130_fd_sc_hd__clkbuf_4 |
| Chip Width | 80 µm |
| Via count normalized by instance count | 3.20 |
| H-tree level count | 1 |
| Maximum capacitance violations | 0 |
| Critical path arrival | 1350 ps |
| Number of warning messages in the yosys log | 2 |
| Final non-filler cell area | 582 µm² |
| Power density of the placed cells | 827 mW/mm² |
| Combinational share of power | 8.7% |
| Pin slew with the least headroom to its limit | 363 ps |
| DR vias | 304 |
| Via count of the first global-routing pass | 319 |
| Sw power | 95.5 µW |
| Total of flip-flops plus latches after synthesis | 10 |
| Leading cell type by number of instances after synthesis | sky130_fd_sc_hd__dfrtp_1 |
| Proportion of synthesized chip area in sequential cells | 57.8% |
| Maximum number of pins on one net before global-route repair | 11 |
| Fraction of power spent switching nets | 19.8% |
| Hold violation count in the final report | 0 |
| Total power consumption of the routed design | 481 µW |
| Clock Path Buffers | 2 |
| Area after DPL | 523 µm² |
| Instance tally after logic synthesis | 39 |
| Count of buffers from port buffering | 3 |
| Count of final max-slew check failures | 0 |
| Tally of non-filler cells in the final layout | 95 |
| Total Neg Setup Slack | 0 ps |
| Number of cells in Yosys stat | 39 |
| Io pins | 4 |
| Top Family by Delay on Critical Path | simple AND/OR/NAND/NOR gates |
| Startpoint of the worst register-to-register path | state_reg[7]$_DFF_PP0_ |
| Area fraction in mux cells | 0% |
| Number of nets still failing antenna checks after routing | 0 |
| Global route total overflow | 0 |
| Final weighted congestion of routability-driven global placement | 0.705 |
| Path depth of the worst reg2reg path | 2 |
| Worst setup path class | register to output port |
| Flop pwr share | 50.8% |
| Cell-internal power | 386 µW |
| Cell Chain, Critical Path | or4_4, clkdlybuf4s15_1 |
| Antenna diode count | 0 |
| Top-area cell type share of the netlist area | 51.7% |
| Die Area | 0.00640 mm² |
| Area share of xor/xnor cells in the synthesized design | 0% |
| Setup repair after global routing missed its margin | no |
| Type of element launching the critical path | register |
| Number of core rows | 21 |
| Area of the core | 0.00342 mm² |
| Worst-path clk slew | 60 ps |
| Routed len/inst | 8.56 µm |
| Complex-gate fraction of the synthesized area | 11.5% |
| Buffering stage count on the worst path with inverters included | 1 |
| Overall global routing resource usage | 2.70% |
| DRC viols | 0 |
| Floorplan utilization | 12.7% |
| Data required time of the critical path | 1440 ps |
| FA/HA/MAJ Cells, Area Fraction | 8.62% |
| Main area contributors | sky130_fd_sc_hd__dfrtp_1, sky130_fd_sc_hd__ha_1, sky130_fd_sc_hd__dfstp_2 |
| Largest fanout of any net on the critical path | 2 |
| Wire length reported by the detailed router | 813 µm |
| Dpl cells | 88 |
| Element type at the critical path end | output port |
| First drt pass iteration count | 4 |
| Result of the run | complete, no violations |
| Asr flop ratio synth | 100% |
| Simple logic cell fraction of the synthesized area | 18.7% |
| Post-synthesis average cell area | 11.2 µm² |
| Clk Latency, worst-skew pair | 260 ps |
| Setup slack on the worst flop-to-flop path | 590 ps |
| Library cell occupying the most area in the post-synthesis netlist | sky130_fd_sc_hd__dfrtp_1 |
| Crit-path max cell delay | 530 ps |
| Max FFs per register | 8 |
| Total setup violations reported at the end of the flow | 0 |
## kinds of logic (layout without fill, tap and decap cells)
family | Yosys count | count (layout)
and+or+nand+nor | 14 | 14
buffers and inverters | 4 | 14
DFF | 10 | 10
adders and majority gates | 3 | 3
AOI/OAI and AO/OA | 8 | 8
## layout by cell type (no fill, tap or decap)
cell type	instances
sky130_fd_sc_hd__buf_4	3
sky130_fd_sc_hd__dfstp_2	1
sky130_fd_sc_hd__nor4_1	1
sky130_fd_sc_hd__o21a_1	2
sky130_fd_sc_hd__dfrtp_1	9
sky130_fd_sc_hd__clkdlybuf4s15_1	1
sky130_fd_sc_hd__ha_1	3
sky130_fd_sc_hd__clkbuf_8	1
sky130_fd_sc_hd__inv_1	4
sky130_fd_sc_hd__and2_1	1
sky130_fd_sc_hd__or4_4	1
sky130_fd_sc_hd__nand2b_1	4
sky130_fd_sc_hd__or2b_1	1
sky130_fd_sc_hd__clkdlybuf4s50_1	2
sky130_fd_sc_hd__clkbuf_4	3
sky130_fd_sc_hd__a21boi_0	2
sky130_fd_sc_hd__a21oi_1	4
sky130_fd_sc_hd__nand2_1	5
sky130_fd_sc_hd__nor2b_1	1
## layout make-up
| cell class | count | area, µm² |
|---|---|---|
| Clock buffer | 4 | 36.3 |
| Fill cell | 392 | 2830 |
| Inverter | 4 | 15.0 |
| Multi-Input combinational cell | 25 | 169 |
| Sequential cell | 10 | 251 |
| Tap cell | 46 | 57.6 |
| Timing Repair Buffer | 6 | 52.6 |
## how the worst max path moves through the flow
stage | end | slack (ps) | from
after CTS | db | 10 | state_reg[7]$_DFF_PP0_
after global routing | db | 30 | state_reg[3]$_DFF_PP0_
final | db | 90 | state_reg[7]$_DFF_PP0_
## power groups by stage
stage	clock (µW)	sequential [µW]	combinational, µW
finish	195	245	41.8
global route	215	246	47.8
CTS	198	244	41.0
## metrics by stage
| stage | setup slack, ps | hold WS [ps] |
|---|---|---|
| 6_report | 90.3 | 370 |
| 5_1_grt | 28.3 | 397 |
| 4_1_cts | 15.0 | 384 |
| 3_5_place_dp | 99.9 | 513 |
| 3_3_place_gp | 121 | 500 |
| 2_1_floorplan | 569 | 199 |
## layer usage
layer | up-vias | track usage (%) | wire [µm] | share of wire [%]
met2 | 13 | 3.69 | 318 | 39
met4 | 0 | 0.528 | 14 | 1.7
met5 | - | 0 | 0 | 0
met3 | 4 | 2.16 | 77 | 9.5
met1 | 139 | 3.25 | 402 | 49
li1 | 148 | - | - | -
## timing repair
action | CTS | global route
gates cloned | 0 | 0
resized | 1 | 1
endpoints found under the setup margin | 1 | 1
setup buffers | 2 | 1
Power is estimated from default activity; no workload was simulated.
